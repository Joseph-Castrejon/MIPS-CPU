==> /design/flow/design.v <==
module upcount(Resetn, Clock, E, Q);
input Resetn, Clock, E;
output reg [3:0] Q;
always @(negedge Resetn, posedge Clock)
if (!Resetn)
Q <= 0;
else if (E)
Q <= Q + 1'b1;      
else
Q <= Q - 1'b1;
endmodule
==> /design/flow/run.sh <==
#!/bin/bash
# OpenROAD 26Q1-2900-gdf79404cd8, Yosys 0.63+post, stock flow scripts
make -C /OpenROAD-flow-scripts/flow DESIGN_CONFIG=/design/flow/config.mk WORK_HOME=/design/flow/orfs finish
==> /design/flow/config.mk <==
export PLATFORM = sky130hd
export DESIGN_NAME = upcount
export DESIGN_NICKNAME = upcount
export VERILOG_FILES = /design/flow/design.v
export SDC_FILE = /design/flow/constraint.sdc
export NUM_CORES = 4
export LEC_CHECK = 1
export CORE_AREA = 10 10 70 70
export DIE_AREA = 0 0 80 80
==> /design/flow/constraint.sdc <==
current_design upcount

set clk_period 2.1
set clk_io_pct 0.2

create_clock -name clk0 -period $clk_period [get_ports {Clock}]

set non_clock_inputs [all_inputs -no_clocks]
set_input_delay [expr $clk_period * $clk_io_pct] -clock clk0 $non_clock_inputs
set_output_delay [expr $clk_period * $clk_io_pct] -clock clk0 [all_outputs]
==> commit_impl_results.txt <==
Store results of the implementation flow

- Unrepaired setup endpoints after global routing: no
- Floorplan Utilization: 5.714%
- Per the synth stats, the flop cell with the highest instance count is sky130_fd_sc_hd__dfrtp_1.
- Achievable Freq: 0.6110 GHz
- Crit share post-route: 77.93%
- The skew report gives the latency at the later pin of the worst-skew pair as 230 ps.
- Data arrival at the endpoint of the critical path: 1790 ps
- Routed wire per std cell: 6.536 um
* Most frequent cell after synthesis: sky130_fd_sc_hd__dfrtp_1
- The post-placement cell area is approximately 310 sq um.
- Max-slew headroom at the worst pin: 87.20%
* # resized after CTS: 0
- Clock buffer count from CTS: 3
- The final layout reports a setup TNS of 0 ps.
- In this run the worst path has a maximum fanout of 3.
* Buffers from clock root to sink, at most: 2
* Clock-pin slew on the worst setup and hold paths: 40 ps
* Filler cell count in the final layout: 399
* Number of pins with negative max-slew slack in the final report: 0
* Via count of the first global-routing pass: roughly 150
* H-tree Lvls: 1
* Most used standard cells in the synthesized netlist: 4 x sky130_fd_sc_hd__dfrtp_1, 2 x sky130_fd_sc_hd__ha_1, 2 x sky130_fd_sc_hd__inv_1, 2 x sky130_fd_sc_hd__xnor2_1
* Number of warnings in the stage logs: 25
- Boundary Pins: 7
* Post-CTS Setup Bufs: 0
- The die is 80 um wide.
- The synthesized netlist contains 8 unique library cells.
- Entering global routing, the biggest net connects 5 pins.
- The worst setup path is captured at a flop.
- CTS tree: built
* Synthesized cell area: a little under 200 sq um
- In the final layout, the registers with the most flip-flops are Q: 4 flops.
- Flip-flop count of the largest register, all copies and words added: 4
- Yosys stat chip area: 195.2 sq um
- Number of flip-flops and latches in the synthesized netlist: 4
- Area of the chip: between 0.006 and 0.007 sq mm
- Wire length of the first global-routing pass: 717 um
- Final WL: approximately 450 um
- Worst voltage drop across the vdd grid: 0.1930 mV
* Buffers added on ports: 6
- Share of post-route cells with drive strength above 1: 17.39%
- By area the synthesized netlist is led by sky130_fd_sc_hd__dfrtp_1 51%, sky130_fd_sc_hd__ha_1 13%, sky130_fd_sc_hd__fa_1 10%.
- Req. time, crit path: 2250 ps
- Worst setup path class: primary input to flop
- Tightest Hold Check Type: primary input to asynchronous set/reset pin
* TritonRoute pass-1 iters: 3
- For this run, the total global-route usage over all layers was measured as 1.669%.
- Internal power comes to 0.2734 mW.
- The script logs the ratio of routed vias to standard cells as about 2.1.
* Number of enable-type register cells in the synthesized netlist: 0
- Post-Synthesis Cells: 14
- After layout, the setup clock skew is reported as 2.166 ps.
- Fraction of the yosys area taken by sequential cells: 51.28%
- Counting the warning lines in the Yosys log gives 1.
- Number of sinks handled by clock tree synthesis: 4
- Maximum Capacitance Violations: 0
- TritonRoute reported its final design rule violation total as 0.
- Power Dens Cells: 1123 mW/mm^2
- Final tally of setup violations: 0
- Clock power share: 24.9%
- Cell total in the yosys stat output: 14
- Run status: finished, final reports clean
- After synthesis, the mean cell area works out to 13.94 sq um.
* Reported net switching power: about 0.10 mW
- Register with the most flip-flops: Q
- Post-route standard cell area excluding fillers: 335.3 sq um
* Final Hold Viols: 0
- Grt ovf: 0
- The detailed router placed 143 vias in this run.
* LEAKAGE: 0.1362 nW
- Root buffer cell: sky130_fd_sc_hd__clkbuf_4
* Worst-Margin Slew: 190.7 ps
- Summed over all instances, the cell type with the most area after synthesis is sky130_fd_sc_hd__dfrtp_1.
- Per the breakdown, switching nets consume 27.36% of all power.
- Number of diodes: 0
- Share of the synthesized area in the top cell type: about half
- The worst register-to-register path depth is 4.
- In this run the standard cell core region covers 0.003416 sq mm.
- Part of the total power dissipated in combinational logic: 39.6%
* DIE HEIGHT: 80 um
- Hold is met by 389.2 ps.
- The initial antenna violation count came to 0.
- Last weighted congestion value of the routability-driven placer: 0.7211
- Counting flops with an async set or reset pin after synthesis yields a share of 100.0%.
* Remaining antenna violation count after routing: 0
- After floorplanning, the core was divided into 21 placement rows.
- Syn-to-layout area delta: 71.80%
* Detailed Route Iter0 Violations: 3
- The share of total power dissipated in sequential elements is 35.5%.
* Critical Path Source Type: primary input
- The smallest clock period supported by the final layout is computed as 1637 ps.
* Cts-stage hold buffer count: 0
## stage by stage
stage / total power [mW] / setup slack [ps] / util, % / std cells
3_5_place_dp: 0.2853 / 223.5 / 9.158 / 66
5_1_grt: 0.4155 / 419.5 / 9.817 / 69
3_3_place_gp: 0.2762 / 269.1 / 9.158 / 66
2_1_floorplan: 0.2024 / 831.6 / - / 14
6_report: 0.3764 / 463.5 / 9.817 / 69
4_1_cts: 0.3850 / 453.2 / 9.817 / 69
## placed cells by master (no fill, tap or decap), drive strengths merged
cell type,n
a21o,1
xor2,1
fa,1
clkbuf,3
a21oi,1
clkdlybuf4s50,6
ha,2
dfrtp,4
xnor2,2
inv,2
## path summary, 6_finish.rpt
| path | startpoint | to | slack, ps |
|---|---|---|---|
| max | E | Q[3]$_DFF_PN0_ | 460 |
| min | Resetn | Q[0]$_DFF_PN0_ | 390 |
| max reg2reg | Q[1]$_DFF_PN0_ | Q[3]$_DFF_PN0_ | 870 |
| min reg2reg | Q[0]$_DFF_PN0_ | Q[0]$_DFF_PN0_ | 500 |
| max in group asynchronous | Resetn | Q[3]$_DFF_PN0_ | 1540 |
| min in group clk0 | Q[0]$_DFF_PN0_ | Q[0]$_DFF_PN0_ | 500 |
## worst max-delay path, cell delays in order
cell and delay (ps):
sky130_fd_sc_hd__clkdlybuf4s50_1 500, sky130_fd_sc_hd__inv_1 100, sky130_fd_sc_hd__ha_1 310, sky130_fd_sc_hd__a21o_1 190, sky130_fd_sc_hd__a21oi_2 150, sky130_fd_sc_hd__xnor2_1 120
## per-layer routing
layer  vias to the layer above  part of all wire [%]  GRT usage, %
met5                         -                     0             0
met4                         0                     0        0.3521
met3                         0                    32         3.068
met2                         9                    29         1.605
met1                        70                    39         1.534
li1                         64                     -             -
## power groups by stage
stage,clock [mW],sequential [mW],combinational (mW)
5_1_grt,0.109,0.138,0.168
6_report,0.0937,0.134,0.149
4_1_cts,0.0987,0.133,0.153
## logic make-up (layout without fill, tap and decap cells)
group,count (synthesis),in the layout,synth area share [%]
DFF,4,4,51.28
adders and majority gates,3,3,23.08
xor gates and xnor gates,3,3,13.46
AOI/OAI and AO/OA,2,2,8.336
buffers and inverters,2,11,3.848
## final cells by class
class                      instances  area [sq um]  area share, %
sequential                         4         100.1          29.85
multi-input combinational          8         87.58          26.12
timing repair buffer               6         60.06          17.91
tap                               46         57.56          17.16
clock buffer                       3         22.52          6.716
inverter                           2         7.507          2.239
No activity file was given, so power comes from the tool's default toggle rates.
